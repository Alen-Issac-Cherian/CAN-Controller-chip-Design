**design/flow/design.v**
```verilog
module seq_8(
 input          clk,				 
 input          rst_n, 			 
 input          load,			   
 input          din,				 
 output         dout		     
 );
reg flag = 0;
reg [7:0] data;		          
reg [2:0] counter;          
reg [2:0] ps, ns;		        
parameter idle = 3'b001, u_data = 3'b010, s_data = 3'b100 ; 	 
always@(posedge clk or negedge rst_n)			 
begin : syn_pro
 if(~rst_n)
  ps <= idle ;					      
 else
  ps <= ns ;					        
end
always @(posedge clk)
begin
 case(ps)
  idle:
  begin
   counter <= 3'd7;
   data <= 8'h00;
  end
  u_data:
  begin
   data[counter] <= din;                        
   counter <= counter - 3'd1;
  end
  s_data:
  begin
   if(din == data[counter])                     
    counter <= counter - 3'd1;
   else counter <= 3'd7;
  end
 endcase
end
always@(ps, load, din)						 
begin : com_pro
 case(ps)
  idle : begin
  		    if(load == 1)
  	       ns = u_data ;
  		    else ns = idle;
  		   end
  u_data : begin
  		      if(counter == 3'd0)
  		   	   ns = s_data ;
  		      else ns = u_data ;
  		     end
  s_data : begin
            flag = ((counter == 3'd0) && (din == data[counter])) ? 1 : 0;
			      ns = s_data ;						            
		       end
  default : ns = idle;
 endcase
end
assign dout = (flag) ? 1 : 0;
endmodule
```
**design/flow/run.sh**
```bash
#!/bin/bash
# OpenROAD 26Q1-2900-gdf79404cd8, Yosys 0.63+post, stock flow scripts
make -C /OpenROAD-flow-scripts/flow DESIGN_CONFIG=/design/flow/config.mk WORK_HOME=/design/flow/orfs finish
```
**design/flow/config.mk**
```make
export PLATFORM = sky130hd
export DESIGN_NAME = seq_8
export DESIGN_NICKNAME = seq_8
export VERILOG_FILES = /design/flow/design.v
export SDC_FILE = /design/flow/constraint.sdc
export NUM_CORES = 4
export LEC_CHECK = 1
export CORE_AREA = 10 10 96 96
export DIE_AREA = 0 0 106 106
export SYNTH_HDL_FRONTEND = slang
```
**design/flow/constraint.sdc**
```tcl
current_design seq_8

set clk_period 3.5
set clk_io_pct 0.2

create_clock -name clk0 -period $clk_period [get_ports {clk}]

set non_clock_inputs [all_inputs -no_clocks]
set_input_delay [expr $clk_period * $clk_io_pct] -clock clk0 $non_clock_inputs
set_output_delay [expr $clk_period * $clk_io_pct] -clock clk0 [all_outputs]
```
==> results.py <==
# Generated from Yosys and OpenROAD reports
metrics = {
    "detailed_routing": {
        "first_iter_violations": 18,
        "met1Wirelength_um": 743,
        "drc": 0,
        "routed_wl_mm": 1.50,
        "route.met3.wl_um": 83,
        "ant_nets": 0,
        "highest_layer": "met4",
        "routed_via_density": 3.01,
        "wl_met2_um": 651,
        "vias": 524,
        "diodes": 0,
        "drt_first_pass_iters": 4,
        "wl_per_cell_um": 8.60,
    },
    "power": {
        "power.density_nw_per_um2": 311,
        "ir_drop_uv": 77.7,
        "leakage_nw": 0.346,
    },
    "worst_setup_path": {
        "cpMaxStageDelayCell": "clkdlybuf4s50_1",
        "cpPeakStageDelay_ps": 770,
        "reg2reg_from": "counter[1]",
        "path_class": "in -> reg",
        "endpoint": "counter[1]",
        "crit_fanout": 14,
        "rrSetupSlack_ps": 1610,
        "worst_setup_path_start_kind": "input port",
        "cp-end-kind": "flip-flop",
        "reg2regPathDepth": 4,
        "path_cells": "clkdlybuf4s50_1 > and4b_1 > a311oi_2",
        "cp.required_ps": 3570,
        "reg2reg_to": "counter[1]",
        "critPathArrivalTime_ps": 1960,
        "crit_start": "din",
    },
    "logic_synthesis": {
        "yosysUniqueCellTypes": 29,
        "avgSynthCellArea_um2": 12.0,
        "syn-cell-area_um2": 838,
        "ys_top_logic_family": "multiplexers",
        "yosys_cells": 70,
        "xor_area_share_pct": 3.13,
        "yosysWarnings": 0,
        "yosys.stat.chipArea_um2": 838,
        "syn_inst": 70,
        "ys_sh_adder_pct": 2.99,
        "mux_share_pct": 17.6,
        "simple_gate_share_pct": 16.0,
        "ys.flops": 15,
        "synth.cellmix.compoundShare_pct": 5.22,
    },
    "floorplan": {
        "fp_util_pct": 11.6,
        "num_rows": 31,
        "die_area_um2": 11200,
        "io_pins": 5,
        "die_x_um": 106,
        "design.core.area_um2": 7210,
        "die_h_um": 106,
    },
    "global_route": {
        "grt_usage_pct": 2.71,
        "grt_max_degree": 15,
        "antenna_found_initial": 0,
        "grt_pass1_vias": 533,
        "globalRouteOverflowTotal": 0,
        "grt_pass1_wl_mm": 2.53,
    },
    "status": {
        "status": "finished clean",
    },
    "cells_and_area": {
        "layout-drive-gt1-share_pct": 13.3,
        "logic_area_um2": 377,
        "utilization_pct": 14.2,
        "fillers": 829,
        "syn_to_final_growth_pct": 22.5,
        "seqCellArea_um2": 422,
    },
    "min_path": {
        "hp-class": "reg -> reg",
        "min_path_cells": 1,
    },
    "final_timing": {
        "untimed_endpoints": 2,
        "rsz0062_at_grt": "no",
        "slew_headroom_pct": 67.6,
        "final.min_clock_period_ps": 1890,
        "unclocked_regs": 1,
        "fin_tns_setup_ps": 0,
        "finalSetupViolCount": 0,
        "post-route-period-util_pct": 53.9,
        "drv_slew": 0,
        "worstMarginPinSlew_ps": 485,
        "hold_violations": 0,
        "max_freq_mhz": 530,
        "fin_skew_ps": 2.34,
    },
    "clocking": {
        "clockBufferDepth": 2,
        "cts.htree.levels": 1,
        "root_buffer": "clkbuf_8",
        "clock_latency_ps": 240,
        "cts_buffers": 3,
        "cts_tree": "done",
        "cts_hold_buf": 0,
        "cts_resized": 0,
        "path_clk_slew_ps": 50,
        "post_cts_buffers": 0,
    },
    "flow_run": {
        "log.warning_count": 26,
        "cap_violations": 0,
    },
    "placement": {
        "dp_hpwl_mm": 1.09,
        "place_congestion": 0.817,
        "port_buffers": 4,
    },
}
[power by group]
group	internal, mW	switching [mW]	leakage (nW)
clock	0.0804	0.0535	0.0228
sequential	0.178	0	0.162
combinational	0.00418	0.00378	0.161
[synthesized netlist by cell type (all sizes together)]
cell     count  area share [%]
mux4         2             5.4
dlxtp        1             1.8
clkinv       2             1.5
nor2        10             4.5
a311oi       1             1.8
mux2i        9              12
nand2b       1            0.75
or3          2             1.5
o21ai        1            0.60
a22o         1             1.0
dfrtp        2             6.0
o2111ai      1             1.0
edfxtp      11              39
buf          3             2.4
a31oi        1            0.75
dfstp        1             3.1
and4b        1             1.2
nand3        6             3.6
inv          2            0.90
ha           2             3.0
xor2         1             1.0
or2          1            0.75
xnor2        2             2.1
nor3         5             3.0
nor2b        1            0.75
[cell type report]
| cell class | count | share of cell area [%] |
|---|---|---|
| inverters | 4 | 1.95 |
| well taps | 99 | 12.1 |
| flip-flops and latches | 15 | 41.0 |
| repair buffers | 4 | 3.90 |
| multi-input cells | 48 | 36.7 |
| clock buffers | 4 | 4.38 |
[logic make-up (layout without fill, tap and decap cells)]
group           Yosys count  in the layout
compound gates            5              5
xor+xnor                  3              3
fa+ha+maj                 2              2
buf+inv                   7             12
flops                    14             14
latches                   1              1
mux                      11             11
simple gates             27             27
[stage by stage]
| stage | instance area, µm² | instances | setup slack [ps] | hold WS (ps) | power, mW |
|---|---|---|---|---|---|
| after floorplan | 838 | 70 | 1790 | 404 | 0.184 |
| after CTS | 1030 | 174 | 1610 | 499 | 0.326 |
| after global placement | 982 | 170 | 1380 | 488 | 0.189 |
| after global routing | 1030 | 174 | 1550 | 510 | 0.332 |
| final | 1030 | 174 | 1610 | 497 | 0.319 |
| after detailed placement | 982 | 170 | 1370 | 491 | 0.189 |
[per-layer routing]
layer / track usage [%] / vias up
met5: 0 / -
li1: - / 272
met2: 3.89 / 5
met1: 3.68 / 245
met3: 1.22 / 2
met4: 0.580 / 0
[flip-flops by register name, indices dropped and copies added (netlist names)]
| register | flops |
|---|---|
| counter | 3 |
| flag | 1 |
| data | 8 |
| ps | 3 |
[critical path, delay by kind of cell]
kind | cells | cell delay [ps]
and+or+nand+nor | 1 | 270
AOI/OAI and AO/OA | 1 | 220
buffers and inverters | 1 | 770
[worst min-delay path by stage]
stage,startpoint,to,slack (ps)
final,ps[0],ps[0],500
after global routing,ps[0],ps[0],510
after CTS,ps[0],ps[0],500
[cells in the final DEF (no fill, tap or decap)]
master / n
nor2_1: 10
xor2_1: 1
a31oi_1: 1
ha_1: 2
and4b_1: 1
clkbuf_8: 3
a22o_1: 1
nor3_1: 5
o2111ai_1: 1
dlxtp_1: 1
mux2i_1: 8
dfrtp_1: 2
clkdlybuf4s50_1: 4
nor2b_1: 1
mux2i_4: 1
nand2b_1: 1
nand3_1: 6
dfstp_2: 1
a311oi_2: 1
clkbuf_1: 1
inv_1: 2
edfxtp_1: 11
xnor2_1: 2
clkinv_4: 1
or2_2: 1
or3_1: 2
clkinv_1: 1
mux4_2: 2
o21ai_0: 1
Power and IR drop assume default switching activity.
