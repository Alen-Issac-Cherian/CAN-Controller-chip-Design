--- config.mk ---
export PLATFORM = sky130hd
export DESIGN_NAME = memory
export DESIGN_NICKNAME = memory
export VERILOG_FILES = /design/flow/design.v
export SDC_FILE = /design/flow/constraint.sdc
export NUM_CORES = 4
export LEC_CHECK = 1
export CORE_UTILIZATION = 40
export SYNTH_HDL_FRONTEND = slang
--- constraint.sdc ---
current_design memory

set clk_period 27.4
set clk_io_pct 0.2

create_clock -name clk0 -period $clk_period [get_ports {clk}]

set non_clock_inputs [all_inputs -no_clocks]
set_input_delay [expr $clk_period * $clk_io_pct] -clock clk0 $non_clock_inputs
set_output_delay [expr $clk_period * $clk_io_pct] -clock clk0 [all_outputs]
--- design.v ---
module memory (
input            clk,         
input            rst_n,       
input            rw,          
input            search,      
input  [7:0]     addr,        
input  [7:0]     Din,         
output reg [7:0] Dout         
);
reg [7:0] registers[0:255];              
reg [7:0] location;
wire w1;
reg flag;
assign w1 = {search,rw};                 
integer i;                               
always @(posedge clk or negedge rst_n)
begin
 if(~rst_n)
 begin
  for(i = 0; i < 256; i = i + 1)
   registers[i] <= 8'h00;                                
 end
 else if(search)
 begin
  for(i = 0; (i < 256) && (flag == 1'b0) ; i = i + 1)
  begin
   if(Din == registers[i])
   begin
    location <= i;
    flag <= 1'b1;
   end 
   else flag <= 1'b0;
  end
 end
 else if(~rw)
  registers[addr] <= Din;                                
end
always @(*)
begin
 case(w1)
  00: Dout = 8'hzz;
  01: Dout = registers[addr];                            
  10: Dout = (flag) ? location : 8'hzz;                  
  11: Dout = (flag) ? location : 8'hzz;                  
 endcase
end
endmodule
--- run.sh ---
#!/bin/bash
# OpenROAD 26Q1-2900-gdf79404cd8, Yosys 0.63+post, stock flow scripts
make -C /OpenROAD-flow-scripts/flow DESIGN_CONFIG=/design/flow/config.mk WORK_HOME=/design/flow/orfs finish
==> run_results.csv <==
group,metric,value,unit
floorplanning,core-area,228200,µm²
finish,design_area,102900,µm²
final_timing,slew_viol_final,0,
final_timing,maxSlewHeadroom,0.05539,
routing,wl,243500,µm
logic_synthesis,yosys_warnings,0,
setup_path,crit_slowest_cell,"o41ai_1",
final_timing,tns,0,ps
routing,drcViolationCount,0,
setup_path,worstPathMaxFanout,52,
finish,reg_top3,"registers: 2048 flops",
global_routing,globalRouteMet2Util,0.3342,
routing,detail_route.first_pass.iterations,8,
finish,drive_gt1_frac,0.5379,
finish,syn2layout_area_growth,11.79,%
place,place.gp.congestion,0.8539,
routing,post_drt_wl_per_cell,27.23,µm
pwr,max-vdd-ir-drop,0.06265,mV
global_routing,grt_pass1_vias,55830,
floorplanning,dieHeight,481.8,µm
logic_synthesis,synth_area,92070,µm²
pwr,power.density,62.45,nW/µm²
clock_network,htreeDepth,4,
clock_network,cts_setup_buffers,0,
final_timing,fin_skew,0,ps
worst_hold_path,hp-class,"reg -> reg",
final_timing,finalHoldViolCount,0,
setup_path,crit_arrival,11470,ps
logic_synthesis,ys_types,24,
clock_network,ctsResizeCount,0,
setup_path,cp-start-kind,"input port",
global_routing,grt_max_degree,127,
logic_synthesis,yosys.stat.seqShare,0.5566,
final_timing,rsz0062_at_grt,"no",
setup_path,critPathRequiredTime,21920,ps
final_timing,worstMarginPinSlew,1399,ps
floorplanning,die_x,481.8,µm
floorplanning,row_count,175,
setup_path,worstSetupPathType,"in -> out",
final_timing,setup_viol,0,
run,maxCapViolCount,0,
place,portBuffers,27,
clock_network,clock-sinks,2048,
setup_path,path_cells,"buf_8, buf_4, buf_4, buf_4, mux4_2, a22oi_1, a21oi_1, o41ai_1, nand4_1, clkdlybuf4s50_1",
setup_path,end_kind,"output port",
logic_synthesis,syn-instance-count,5797,
global_routing,grt_pass1_wl,373400,µm
routing,vias,51790,
clock_network,clk_latency,820,ps
logic_synthesis,ys_chip_area,92070,µm²
global_routing,grt_overflow,0,
logic_synthesis,ys.flops,2048,
routing,drt_iter0_drc,2928,
floorplanning,io_pins,28,
finish,lay_top_cells,"mux2_2, dfrtp_1, mux4_2",
place,place_ws,10190,ps
global_routing,gr-max-usage-layer,"met1",
floorplanning,fp_util,0.4036,
logic_synthesis,yosysCellCount,5797,
logic_synthesis,synth_area_per_cell,15.88,µm²
floorplanning,dieArea,232100,µm²
global_routing,grt_usage,0.2276,
final_timing,worst_slack,10450,ps
run,warnings,58,
finish,largest_reg_flops,2048,
global_routing,use_met3,0.08555,
pwr,leakagePower,49.15,nW
clock_network,cts_tree,"done",
final_timing,fin_crit_sh,0.6185,
clock_network,clockRootBuffer,"clkbuf_16",
clock_network,cts_hold_buf,0,
global_routing,antenna_found_initial,3,
setup_path,crit_top_cell,"buf_4",
clock_network,clkSlewWorstSetupHoldPaths,60,ps
final_timing,fmax,0.05901,GHz
setup_path,max_stage_delay,1270,ps
finish,regMostFlops,"registers",
routing,via_per_inst,5.791,
clock_network,cts_buffer_depth,3,
outcome,status,"finished, final reports clean",
clock_network,numCtsBuffers,212,
place,dpl.hpwl,148300,µm
global_routing,met1_usage,0.3352,
final_timing,period_needed,16950,ps
routing,detail-route-antenna-nets,0,
place,post_dp_cell_area,95830,µm²
logic make-up after synthesis:
| family | count (synthesis) | share of synthesized area |
|---|---|---|
| simple gates | 321 | 0.01640 |
| compound gates | 416 | 0.03087 |
| buf+inv | 452 | 0.02040 |
| mux | 2560 | 0.3757 |
| flops | 2048 | 0.5566 |
metal layers:
layer  share of wire  wire length (µm)
met4           0.031              7603
met2            0.47            113800
met1            0.42            101200
met3           0.086             20930
met5        0.000086                21
area by class of cell:
class | instances | area, µm²
fillers | 19480 | 125200
flip-flops and latches | 2048 | 51250
multi-input cells | 3297 | 39110
clock buffers | 335 | 6534
well taps | 3009 | 3765
repair buffers | 192 | 1702
clock inverters | 55 | 551.8
diodes | 6 | 15.01
per-stage QoR:
stage | hold slack [ps] | total power, mW | util | instances
after floorplan | 473.9 | 3.411 | - | 5797
after global placement | 481.2 | 3.573 | 0.4199 | 8546
after detailed placement | 487.2 | 3.584 | 0.4200 | 8546
after CTS | 500.6 | 6.510 | 0.4511 | 8936
after global routing | 505.2 | 6.662 | 0.4511 | 8938
final | 497.3 | 6.428 | 0.4511 | 8942
critical path, delay by kind of cell:
family	cells	cell delay, ps
muxes	1	590
AOI/OAI and AO/OA	3	1730
and+or+nand+nor	1	580
buffers and inverters	5	2980
cells in the mapped netlist, drive strengths merged:
cell type | n | area share
dfrtp | 2048 | 0.56
mux2 | 2048 | 0.25
mux4 | 512 | 0.13
clkbuf | 339 | 0.014
nand2 | 260 | 0.013
a22oi | 256 | 0.021
a21oi | 128 | 0.0070
buf | 113 | 0.0066
o41ai | 32 | 0.0030
nor2 | 31 | 0.0016
nand4 | 8 | 0.00054
nand2b | 7 | 0.00048
nor3 | 5 | 0.00038
nor2b | 4 | 0.00027
and2 | 2 | 0.00014
or2 | 2 | 0.00014
nand3 | 1 | 0.000054
nand3b | 1 | 0.00012
final timing paths:
path | start | end | slack [ps] | depth (start not counted)
worst max-delay path | addr[0] | Dout[7] | 10450 | 10
worst min-delay path | registers[328] | registers[328] | 500 | 1
worst max register to register | registers[1470] | registers[1470] | 26610 | 1
worst min register to register | registers[328] | registers[328] | 500 | 1
max in group asynchronous | rst_n | registers[8] | 18950 | 6
min in group asynchronous | rst_n | registers[1755] | 4570 | 1
report_power, final:
group          internal, mW  switching, mW  total [mW]
Combinational         0.143          0.237       0.380
Clock                  1.70           1.20        2.91
Sequential             3.10         0.0368        3.14
Power figures rest on the tool's default switching activity, not on a simulated workload.
